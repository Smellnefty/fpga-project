### design.v
module ZMEI (
input logic clk,
input logic reset,
input logic btn1,
input logic btn2,
output logic [3:0] led
);
typedef enum {RIGHT, LEFT, SPEED_CHANGE} e_state;
e_state state;
e_state prev_state;
logic [31:0] counter = 0;
logic [31:0] max_cnt = 50_000_000;
logic [31:0] max_cnt2 = 100_000_000;
logic [31:0] max_cnt3 = 150_000_000;
logic [31:0] max_cnt4 = 200_000_000;
always @(posedge clk) begin
	if(!reset) begin
		led[0] <= 1;
		led[1] <= 1;
		led[2] <= 1;
		led[3] <= 1;
		counter <= 0;
		state <= RIGHT;
		prev_state <= state;
	end
	else if(state == SPEED_CHANGE) begin
		if(!btn2) begin
			state <= SPEED_CHANGE;
		end
		else begin
			led[0] <= 1;
			led[1] <= 1;
			led[2] <= 1;
			led[3] <= 1;
			counter <= 0;
			case (max_cnt)
					25_000_000: 
				begin
					max_cnt <= 75_000_000;
					max_cnt2 <= 150_000_000;
					max_cnt3 <= 225_000_000;
					max_cnt4 <= 300_000_000;
				end
					50_000_000: 
				begin
					max_cnt <= 25_000_000;
					max_cnt2 <= 50_000_000;
					max_cnt3 <= 75_000_000;
					max_cnt4 <= 100_000_000;
				end
					75_000_000: 
				begin
					max_cnt <= 50_000_000;
					max_cnt2 <= 100_000_000;
					max_cnt3 <= 150_000_000;
					max_cnt4 <= 200_000_000;
				end
			endcase
			state <= prev_state;
		end
	end
	else if(state == RIGHT) begin
		prev_state <= state;
		if(counter == 0) begin
			led[0] <= 0;
			led[1] <= 1;
			led[2] <= 1;
			led[3] <= 1;
			counter <= counter + 1;
		end
		else if(counter == max_cnt) begin
			led[0] <= 1;
			led[1] <= 0;
			led[2] <= 1;
			led[3] <= 1;
			counter <= counter + 1;
		end
		else if(counter == max_cnt2) begin
			led[0] <= 1;
			led[1] <= 1;
			led[2] <= 0;
			led[3] <= 1;
			counter <= counter + 1;
		end
		else if(counter == max_cnt3) begin
			led[0] <= 1;
			led[1] <= 1;
			led[2] <= 1;
			led[3] <= 0;
			counter <= counter + 1;
		end
		else if(counter == max_cnt4) begin
			counter <= 0;
		end
			else begin
				if(!btn1) begin
					led[0] <= 0;
					led[1] <= 0;
					led[2] <= 0;
					led[3] <= 0;
					counter <= 0;
					state <= LEFT;
				end
				else if(!btn2)	begin
					state <= SPEED_CHANGE;
				end
				else begin
					counter <= counter + 1;
				end
			end
	end
	else 
	if(state == LEFT) begin
		prev_state <= state;
		if(counter == 0) begin
			led[0] <= 1;
			led[1] <= 1;
			led[2] <= 1;
			led[3] <= 0;
			counter <= counter + 1;
		end
		else if(counter == max_cnt) begin
			led[0] <= 1;
			led[1] <= 1;
			led[2] <= 0;
			led[3] <= 1;
			counter <= counter + 1;
		end
		else if(counter == max_cnt2) begin
			led[0] <= 1;
			led[1] <= 0;
			led[2] <= 1;
			led[3] <= 1;
			counter <= counter + 1;
		end
		else if(counter == max_cnt3) begin
			led[0] <= 0;
			led[1] <= 1;
			led[2] <= 1;
			led[3] <= 1;
			counter <= counter + 1;
		end
		else if(counter == max_cnt4) begin
			counter <= 0;
		end
			else begin
				if(!btn1) begin
					led[0] <= 0;
					led[1] <= 0;
					led[2] <= 0;
					led[3] <= 0;
					counter <= 0;
					state <= RIGHT;
				end
				else if(!btn2) begin
					state <= SPEED_CHANGE;
				end
				else begin
					counter <= counter + 1;
				end
			end
	end
end
endmodule
### run.sh
#!/bin/bash
# OpenROAD 26Q1-2900-gdf79404cd8, Yosys 0.63+post, stock flow scripts
make -C /OpenROAD-flow-scripts/flow DESIGN_CONFIG=/design/flow/config.mk WORK_HOME=/design/flow/orfs finish
### config.mk
export PLATFORM = sky130hd
export DESIGN_NAME = ZMEI
export DESIGN_NICKNAME = ZMEI
export VERILOG_FILES = /design/flow/design.v
export SDC_FILE = /design/flow/constraint.sdc
export NUM_CORES = 4
export LEC_CHECK = 1
export CORE_UTILIZATION = 50
### constraint.sdc
current_design ZMEI

set clk_period 5.8
set clk_io_pct 0.2

create_clock -name clk0 -period $clk_period [get_ports {clk}]

set non_clock_inputs [all_inputs -no_clocks]
set_input_delay [expr $clk_period * $clk_io_pct] -clock clk0 $non_clock_inputs
set_output_delay [expr $clk_period * $clk_io_pct] -clock clk0 [all_outputs]
==> notes.md <==
Results of the run.

The static leakage is 1.84 nW. The sum of overflow across all layers after global routing is 0. The number of enable flip-flop cells is 38. The script logs the mean routed wire length per placed instance as 16.4 um. The flow measured a signed area growth from synthesis to layout of 6.11%.

For the worst-skew pair, the clock arrives at the later sink with an insertion delay of 0.38 ns. CTS placed an instance of clkbuf_8 at the clock tree root. The clock transition at the register clock pins on the worst setup and hold paths after CTS is 0.11 ns. The floorplan core density is 51.6%. The dominant register cell in the synthesized netlist is dfxtp_1.

For the worst setup path, the data required time is 6.11 ns. The fill cell instance count of the final layout is 884. The switching share of total power is 37.4%. After synthesis the netlist holds a flip-flop and latch count of 106.

The net switching power in the latest report is 0.771 mW. The slew at the pin with the worst max-slew slack is 0.544 ns. The first global-routing pass estimated 17.5 mm of wire.

The design draws 2.06 mW. Cells with a size suffix above 1 make up 6.40% of the layout. The warning tally printed by Yosys for this design is 1. Counting flops with an async set or reset pin after synthesis yields a share of 0%.

The I/O pin count is 8. Setup repair after global routing left no endpoint under its margin. The final clock period utilization by the worst path is 55.5%. The number of diodes is 0. The worst-case IR drop observed on VDD is 284 uV.

The number of setup violations in the final report is 0. The CTS tree is yes. The yosys stat chip area is 5020 sq um.

The fmax is 310 MHz. The launch point of the worst register-to-register path is recorded as counter[19]$_SDFFE_PN0P_. The worst register-to-register path has a depth of 8. Cell internal power was estimated by the tool at 1.29 mW. The cell count in the Yosys report is 525. The class of the worst hold path is flop to flop. Counting every sink on the clock net gives 106. After synthesis, the most frequently instantiated cells are dfxtp_1 (68), a21oi_1 (58), edfxtp_1 (38), nor2b_1 (33), clkbuf_1 (31). The number of clock buffers added by TritonCTS is 9.

For reference, the critical path is launched at counter[19]$_SDFFE_PN0P_. The final layout reports a setup TNS of 0 ns. For the worst min-delay path, the startpoint reported by OpenROAD is led[2]$_SDFFE_PN1P_. Dividing the detail-routed via count by the number of cells gives 5.92.

For this run the top cell type by instance count after synthesis was dfxtp_1. The core region is 9730 sq um. Synthesis produced a netlist whose cell count is 525. Counting pins that exceed their max-slew limit in the final report gives 0. The number of endpoints with negative hold slack in the final report is 0. The placement summary gives the final routability congestion estimate as 0.940.

The number of remaining DRC errors is 0. The tally of nets with antenna violations remaining after routing is 0. The final timing report derives a shortest allowable period of 3.22 ns. The flow ran to the end, and the final reports show no timing, DRC or antenna violations.

The nature of the critical path endpoint is a flop. The average cell area after synthesis is 9.56 sq um. STA reports a reg2reg setup slack of 2.58 ns.

After the first detailed-routing iteration, the DRC count stood at 157. The placed instances occupy a cell area of 5130 sq um. The die extent in x is 102 um. After synthesis, the netlist uses 57 different library cells. The total number of vias is 3,843. The finished cells cover 5330 sq um. The kind of launch point of the worst setup path is a flop. The clock H-tree reported by CTS has 3 levels. The number of cell rows is 36.

The proportion of power drawn by combinational gates is 32.9%. STA lists the endpoint of the worst register-to-register path as counter[29]$_SDFFE_PN0P_. The number of antenna violations at the first check in global routing was 0. The filler-free cell count of the finished design is 649. The kind of critical path is flop to flop. The overall die size recorded for this design is 10,400 sq um. Across the routed clock network, the largest skew measured is 0.0223 ns. The number of global-route vias before repair is 3,426. The logs give a warning total of 26. The largest driver fanout on the critical path is 58. For this run the detailed placement stage logged an HPWL of 6.94 mm. Per the summary, power density relative to cell area is 387 nW/um^2. After synthesis, the largest area contributor takes up 27.1% of total cell area.

The maximum buffer depth of the clock tree is 2. The max-cap violation count is 0. The post-cts repair resize count is 0. The hold-fix buffer count after cts is 0.

The area of the mapped netlist is 5020 sq um. The total wire length is 10.6 mm. Of the total power, the clock network draws 21.6%. The end of the worst hold path is led[2]$_SDFFE_PN1P_. The largest total area in the synthesized netlist belongs to dfxtp_1. The vertical die dimension reported for this design is 102 um. The maximum number of pins on one net before global-route repair is 59. The placed instance count is 633.

The number of buffers inserted by port buffering is 7. Sorting the synthesized cells by area gives the leading types as dfxtp_1 (27%), edfxtp_1 (23%), a21oi_1 (5.8%). The proportion of synthesized chip area in sequential cells is 49.9%. The number of cells on the worst hold path is 2. Buffers added to address setup during post-CTS repair amount to 0.

On the critical path the data arrives at 3.53 ns. The detailed-routing iteration count for the pre-antenna-repair pass is 4. The share of total power dissipated in sequential elements is 45.5%. Across every metal layer, demand over resource in global routing totals 22.6%. In this run the tightest slew margin relative to its limit is 63.4%.
## per-stage QoR
stage | hold WS (ns) | utilization, % | worst slack, ns
after detailed placement | 0.439 | 52.8 | 2.51
after CTS | 0.457 | 54.7 | 2.64
after global routing | 0.473 | 54.7 | 2.44
final | 0.449 | 54.7 | 2.58
after global placement | 0.438 | 52.8 | 2.56
after floorplan | 0.410 | - | 3.04
## flip-flops by register name, indices dropped and copies added, names as in the netlist
signal      count
led             4
state          32
max_cnt4        1
prev_state     32
counter        32
max_cnt3        5
## cell usage in the layout, fill, tap and decap left out, types with 4 or more instances in the layout
cell type and instances:
inv_1 9, nand4_1 17, or3_1 24, dfxtp_1 68
clkdlybuf4s50_1 7, nand2_1 27, a21o_1 4, nor2_1 19
clkbuf_8 9, xnor2_1 14, nor4_1 12, o31ai_1 10
a22o_1 12, nand3_1 23, o21ai_0 23, a21oi_1 58
or2_2 7, nor2b_1 33, or4_1 14, buf_4 6
nor3_1 11, edfxtp_1 38, and4_1 4, and3_1 13
## logic make-up (layout without fill, tap and decap cells)
family | Yosys count | after routing | share of synthesized area, %
compound gates | 134 | 134 | 17.2
xor+xnor | 15 | 15 | 2.62
fa+ha+maj | 2 | 2 | 0.499
buf+inv | 47 | 38 | 4.09
flops | 106 | 106 | 49.9
mux | 3 | 3 | 0.598
simple gates | 218 | 218 | 25.2
## power groups by stage
stage	registers, mW	logic [mW]	clock network [mW]
6_report	0.939	0.679	0.445
5_1_grt	0.952	0.765	0.489
4_1_cts	0.940	0.683	0.459
## critical path: stages (launching register included)
cell and delay [ns]:
dfxtp_1 0.64, and3_1 0.40, nand3_1 0.12, or4_1 0.60
a21o_1 0.21, a31o_1 0.20, buf_4 0.27, or4_1 0.56
a21oi_1 0.15
## routing by layer
metal / vias up / routed length, um / part of all wire, % / GRT usage (%)
li1: 1939 / - / - / -
met2: 95 / 4610 / 43 / 32.2
met3: 11 / 616 / 5.8 / 4.94
met5: - / 0 / 0 / 0
met1: 1798 / 5260 / 50 / 38.6
met4: 0 / 132 / 1.2 / 2.31
## worst max-delay path by stage
| stage | end | slack (ns) | cells past startpoint |
|---|---|---|---|
| CTS | counter[29]$_SDFFE_PN0P_ | 2.64 | 8 |
| global route | counter[30]$_SDFFE_PN0P_ | 2.44 | 8 |
| finish | counter[29]$_SDFFE_PN0P_ | 2.58 | 8 |
## cell type report
cell class / instances / area, sq um / area share (%)
clock buffer: 10 / 128 / 2.40
clock inverter: 6 / 62.6 / 1.17
inverter: 9 / 33.8 / 0.634
multi-input combinational: 372 / 2320 / 43.5
sequential: 106 / 2500 / 47.0
tap: 133 / 166 / 3.13
timing repair buffer: 13 / 115 / 2.16
Power figures rest on the tool's default switching activity, not on a simulated workload.

==> design.v <==
module LED (
input logic clk,
output logic led0,
output logic led1
);
logic [1:0] led;
logic [24:0] counter;
always @(posedge clk) begin
	if(counter == 25_000_000) begin
		counter <= 0;
		led <= ~led;
	end
	else begin
		counter <= counter + 1;
	end
end
assign led0 = led;
assign led1 = ~led;
endmodule 
==> run.sh <==
#!/bin/bash
# OpenROAD 26Q1-2900-gdf79404cd8, Yosys 0.63+post, stock flow scripts
make -C /OpenROAD-flow-scripts/flow DESIGN_CONFIG=/design/flow/config.mk WORK_HOME=/design/flow/orfs finish
==> config.mk <==
export PLATFORM = sky130hd
export DESIGN_NAME = LED
export DESIGN_NICKNAME = LED
export VERILOG_FILES = /design/flow/design.v
export SDC_FILE = /design/flow/constraint.sdc
export NUM_CORES = 4
export LEC_CHECK = 1
export CORE_AREA = 10 10 86 86
export DIE_AREA = 0 0 96 96
==> constraint.sdc <==
current_design LED

set clk_period 5.8
set clk_io_pct 0.2

create_clock -name clk0 -period $clk_period [get_ports {clk}]

set non_clock_inputs [all_inputs -no_clocks]
set_input_delay [expr $clk_period * $clk_io_pct] -clock clk0 $non_clock_inputs
set_output_delay [expr $clk_period * $clk_io_pct] -clock clk0 [all_outputs]
==> impl_metrics.csv <==
group,metric,value,unit
drt,dr.pass1.iters,4,
setup_path,cp-end-kind,"output port",
cells_and_area,area_growth,13.2,%
setup_path,r2r-end,"led[0]$_DFFE_PN_",
cts,clockBufferDepth,2,
setup_path,crit_chain,"inv_1, clkdlybuf4s50_1",
final_timing,setup_viol,0,
synth,yosys.stat.seqShare,45.4,%
worst_hold_path,hold_end,"counter[22]$_SDFF_PN0_",
cts,numCtsBuffers,3,
final_timing,rsz0062_at_grt,"no",
worst_hold_path,hold_depth,1,
worst_hold_path,min_from,"counter[22]$_SDFF_PN0_",
cells_and_area,nFillCells,606,
final_timing,min_period_over_period,40.4,%
drt,post_drt_wl_per_cell,10.2,um
setup_path,cpPeakStageDelay,0.46,ns
pwr,power,0.294,mW
synth,common_cells,"dfxtp_1 (25), xnor2_1 (13), nor2_1 (11)",
setup_path,critPathRequiredTime,4.64,ns
cts,postCtsSetupRepairBufs,0,
synth,ys_chip_area,0.00117,sq mm
run,maxCapViolations,0,
final_timing,tightest_slew,0.492,ns
final_timing,totalNegativeSetupSlack,0,ns
placed_design,place_worst_setup_slack,3.73,ns
final_timing,max_freq,0.427,GHz
setup_path,reg2reg_from,"counter[0]$_SDFF_PN0_",
final_timing,finalHoldViolations,0,
final_timing,setup_ws,3.46,ns
run,warnings,26,
floorplanning,core_util_floorplan,21.1,%
synth,synth_cell_type_count,25,
cts,cts_tree,"done",
outcome,status,"complete, no violations",
synth,area_leaders,"dfxtp_1 (43%), xnor2_1 (9.7%), nand4_1 (5.4%)",
synth,avgSynthCellArea,9.66,sq um
synth,edf_count,1,
setup_path,crit_family,"buffers and inverters",
final_timing,min_period,2.34,ns
setup_path,startpoint,"led[0]$_DFFE_PN_",
final_timing,fin_skew,0.00469,ns
worst_hold_path,min-delay-path-class,"flop to flop",
drt,num_vias,838,
final_timing,maxSlewHeadroom,66.9,%
synth,syn-instance-count,121,
setup_path,worst-path-max-fanout,2,
drt,viasPerCell,4.23,
setup_path,r2r_slack,3.73,ns
setup_path,timing_worst_setup_path_type,"flop to output port",
global_routing,overflow,0,
setup_path,r2r_cells,5,
cts,clockRootBuffer,"clkbuf_8",
global_routing,grt_pass1_wl,3.61,mm
synth,top_area_share,42.8,%
global_routing,grt_start_max_net_pins,15,
synth,yosys_cells,121,
floorplanning,die_x,96,um
cts,cts_sinks,26,
synth,numSynthFlops,26,
synth,ff_type,"dfxtp_1",
setup_path,crit_arrival,1.18,ns
pwr,p_leak,0.416,nW
cts,clkSlewWorstSetupHoldPaths,0.08,ns
floorplanning,num_io_pins,3,
pwr,ir_drop,0.153,mV
drt,drt-total-wl,2.01,mm
placed_design,gp_congestion,0.821,
drt,drtIter0Drc,55,
drt,ant_nets,0,
synth,netlist_area,0.00117,sq mm
global_routing,grtUsageTotal,4.73,%
synth,async_reset_ff_share,0,%
synth,ys_warn_count,1,
setup_path,slowest_stage,"clkdlybuf4s50_1",
floorplanning,rows,27,
cells_and_area,drive_gt1_share,7.14,%
setup_path,crit_cells,2,
setup_path,crit_buf_inv,2,
cts,post_cts_resize_count,0,
floorplanning,die_height,96,um
drt,route.antenna.diode_count,0,
global_routing,antenna_found_initial,0,
pwr,power_density,222,mW/mm^2
placed_design,port_buffers,2,
synth,top_cell,"dfxtp_1",
floorplanning,die-area,0.00922,sq mm
final_timing,finalMaxSlewViolations,0,
global_routing,first_global_vias,791,
cts,htree_levels,1,
setup_path,start_kind,"flop",
synth,yosysTopAreaCell,"dfxtp_1",
drt,route.detailed.drc,0,
cts,clk_latency,0.27,ns
floorplanning,core_area,0.00554,sq mm
placed_design,dp_hpwl,1.49,mm
cts,cts_hold_buf,0,
[power breakdown]
group | internal [mW] | switching [mW]
sequential | 0.179 | 0
clock | 0.0606 | 0.0539
combinational | 0 | 0
total | 0.240 | 0.0539
[worst register-to-register path, cell delays in order, from the launching register on]
cell and delay [ns]:
dfxtp_1 0.36, inv_1 0.07, ha_1 0.13, or4b_1 0.44
or4_4 0.48, nor2_4 0.27
[placed cells by master (no fill, tap or decap)]
cell type        count
xnor2_1             13
or4_4                3
clkdlybuf4s50_1      2
mux2i_1              5
ha_1                 2
or3_1                3
nor2_1              11
clkbuf_8             4
inv_1                5
a21oi_1              2
and4_1               1
nor2b_1              1
nand2_1              6
edfxtp_1             1
nand3_1              7
or4_1                1
nor3_1               3
nor4_1               5
nand4_1             10
nor2_4               1
o21ai_0              7
nand4_4              1
dfxtp_1             25
or4b_1               2
and3_1               2
xor2_1               3
[routing by layer]
metal / up-vias / GRT usage, % / routed length [um]
li1: 450 / - / -
met1: 377 / 6.81 / 1060
met2: 9 / 6.89 / 826
met3: 2 / 1.57 / 85
met4: 0 / 0.737 / 37
met5: - / 0 / 0
[logic make-up (layout without fill, tap and decap cells)]
group / Yosys count / count (layout) / share of synthesized area [%]
compound gates: 9 / 9 / 3.85
xor+xnor: 16 / 16 / 12.0
fa+ha+maj: 2 / 2 / 2.14
flops: 26 / 26 / 45.4
buf+inv: 6 / 11 / 2.57
simple gates: 57 / 57 / 29.8
mux: 5 / 5 / 4.28
[how the worst max path moves through the flow]
stage                   to  slack (ns)
after global routing  led1        3.36
after CTS             led1        3.43
final                 led1        3.46
[state kept, by name, indices dropped and copies added (netlist names)]
name and cells:
counter 25, led 1
[stage by stage]
| stage | area [sq um] | util (%) | hold slack [ns] | cells |
|---|---|---|---|---|
| after detailed placement | 1270 | 22.9 | 0.455 | 194 |
| after global routing | 1320 | 23.9 | 0.505 | 198 |
| after global placement | 1270 | 22.9 | 0.457 | 194 |
| after floorplan | 1170 | - | 0.427 | 121 |
| final | 1320 | 23.9 | 0.464 | 198 |
| after CTS | 1320 | 23.9 | 0.469 | 198 |
[cell type report]
class                      count  area (sq um)  share of cell area [%]
timing repair buffer           2          20.0                    1.51
sequential                    26           531                    40.1
clock buffer                   4          55.1                    4.16
multi-input combinational     89           608                    46.0
inverter                       5          18.8                    1.42
tap                           72          90.1                    6.81
Power figures rest on the tool's default switching activity, not on a simulated workload.

===== config.mk =====
export PLATFORM = sky130hd
export DESIGN_NAME = QSTEST
export DESIGN_NICKNAME = QSTEST
export VERILOG_FILES = /design/flow/design.v
export SDC_FILE = /design/flow/constraint.sdc
export NUM_CORES = 4
export LEC_CHECK = 1
export CORE_UTILIZATION = 30

===== constraint.sdc =====
current_design QSTEST

set clk_period 7.2
set clk_io_pct 0.2

create_clock -name clk0 -period $clk_period [get_ports {clk}]

set non_clock_inputs [all_inputs -no_clocks]
set_input_delay [expr $clk_period * $clk_io_pct] -clock clk0 $non_clock_inputs
set_output_delay [expr $clk_period * $clk_io_pct] -clock clk0 [all_outputs]

===== design.v =====
module QSTEST (
input logic clk,
input logic reset,
input logic btn1,
input logic btn2,
output logic [3:0] led
);
typedef enum {RIGHT, LEFT, SPEED_CHANGE} e_state;
e_state state;
e_state prev_state;
logic [31:0] counter = 0;
logic [31:0] max_cnt = 50_000_000;
logic [31:0] max_cnt2 = 100_000_000;
logic [31:0] max_cnt3 = 150_000_000;
logic [31:0] max_cnt4 = 200_000_000;
always @(posedge clk) begin
	if(!reset) begin
		led[0] <= 1;
		led[1] <= 1;
		led[2] <= 1;
		led[3] <= 1;
		counter <= 0;
		state <= RIGHT;
		prev_state <= state;
	end
	else if(state == SPEED_CHANGE) begin
		if(!btn2) begin
			state <= SPEED_CHANGE;
		end
		else begin
			led[0] <= 1;
			led[1] <= 1;
			led[2] <= 1;
			led[3] <= 1;
			counter <= 0;
			case (max_cnt)
					25_000_000: 
				begin
					max_cnt <= 75_000_000;
					max_cnt2 <= 150_000_000;
					max_cnt3 <= 225_000_000;
					max_cnt4 <= 300_000_000;
				end
					50_000_000: 
				begin
					max_cnt <= 25_000_000;
					max_cnt2 <= 50_000_000;
					max_cnt3 <= 75_000_000;
					max_cnt4 <= 100_000_000;
				end
					75_000_000: 
				begin
					max_cnt <= 50_000_000;
					max_cnt2 <= 100_000_000;
					max_cnt3 <= 150_000_000;
					max_cnt4 <= 200_000_000;
				end
			endcase
			state <= prev_state;
		end
	end
	else if(state == RIGHT) begin
		prev_state <= state;
		if(counter == 0) begin
			led[0] <= 0;
			led[1] <= 1;
			led[2] <= 1;
			led[3] <= 1;
			counter <= counter + 1;
		end
		else if(counter == max_cnt) begin
			led[0] <= 1;
			led[1] <= 0;
			led[2] <= 1;
			led[3] <= 1;
			counter <= counter + 1;
		end
		else if(counter == max_cnt2) begin
			led[0] <= 1;
			led[1] <= 1;
			led[2] <= 0;
			led[3] <= 1;
			counter <= counter + 1;
		end
		else if(counter == max_cnt3) begin
			led[0] <= 1;
			led[1] <= 1;
			led[2] <= 1;
			led[3] <= 0;
			counter <= counter + 1;
		end
		else if(counter == max_cnt4) begin
			counter <= 0;
		end
			else begin
				if(!btn1) begin
					led[0] <= 0;
					led[1] <= 0;
					led[2] <= 0;
					led[3] <= 0;
					counter <= 0;
					state <= LEFT;
				end
				else if(!btn2)	begin
					state <= SPEED_CHANGE;
				end
				else begin
					counter <= counter + 1;
				end
			end
	end
	else 
	if(state == LEFT) begin
		prev_state <= state;
		if(counter == 0) begin
			led[0] <= 1;
			led[1] <= 1;
			led[2] <= 1;
			led[3] <= 0;
			counter <= counter + 1;
		end
		else if(counter == max_cnt) begin
			led[0] <= 1;
			led[1] <= 1;
			led[2] <= 0;
			led[3] <= 1;
			counter <= counter + 1;
		end
		else if(counter == max_cnt2) begin
			led[0] <= 1;
			led[1] <= 0;
			led[2] <= 1;
			led[3] <= 1;
			counter <= counter + 1;
		end
		else if(counter == max_cnt3) begin
			led[0] <= 0;
			led[1] <= 1;
			led[2] <= 1;
			led[3] <= 1;
			counter <= counter + 1;
		end
		else if(counter == max_cnt4) begin
			counter <= 0;
		end
			else begin
				if(!btn1) begin
					led[0] <= 0;
					led[1] <= 0;
					led[2] <= 0;
					led[3] <= 0;
					counter <= 0;
					state <= RIGHT;
				end
				else if(!btn2) begin
					state <= SPEED_CHANGE;
				end
				else begin
					counter <= counter + 1;
				end
			end
	end
end
endmodule

===== run.sh =====
#!/bin/bash
# OpenROAD 26Q1-2900-gdf79404cd8, Yosys 0.63+post, stock flow scripts
make -C /OpenROAD-flow-scripts/flow DESIGN_CONFIG=/design/flow/config.mk WORK_HOME=/design/flow/orfs finish

==> impl_metrics.yaml <==
# implementation run metrics
outcome:
  outcome: "finished clean"
detailed_routing:
  antenna_left: 0
  route.met3.wl_um: 577
  drt-pass1-iter-count: 5
  route.detailed.drc: 0
  wl_per_cell_um: 14.3
  dr.first_iter.drc_count: 459
  top_layer: "met4"
  vias_per_cell: 5.36
  vias: 3921
  met2_length_um: 4390
  wl_met1_um: 5280
  wl_um: 10400
  antenna_cells: 0
sta:
  hold_slack_ns: 0.451
  maxSlewViolCount: 0
  tightest_slew_ns: 0.622
  hold_viol: 0
  min_period_over_period_pct: 45.3
  setup_ws_ns: 3.94
  rsz0062_at_grt: "no"
  relSlewSlack_pct: 58.2
  setup_violations: 0
  setup_tns_ns: 0
  max_freq_mhz: 307
  finClkSkew_ns: 0.00489
  post-route-min-period_ns: 3.26
synth:
  async_reset_ff_share_pct: 0
  ys_ff: 106
  netlist_area_mm2: 0.00502
  yosysChipArea_mm2: 0.00502
  yosysTopAreaCell: "dfxtp_1"
  edf_count: 38
  yosys-stat-cells: 525
  area_leaders: "dfxtp_1 (27%), edfxtp_1 (23%), a21oi_1 (5.8%)"
  ys_types: 57
  yosys_most_used_dff: "dfxtp_1"
  synthTopLogicFamily: "simple AND/OR/NAND/NOR gates"
  top_cell_area_share_pct: 27.1
  muxShareOfSynthArea_pct: 0.598
  simple_gate_area_share_pct: 25.2
  syn_inst: 525
  yosys_warnings: 1
  syn_avg_cell_area_um2: 9.56
  synth-xor-area-share_pct: 2.62
  synthAdderAreaFrac_pct: 0.499
  aoi_share_pct: 17.2
  synth_seq_share_pct: 49.9
placement:
  dp_hpwl_um: 6860
  gp_congestion: 0.888
  portBuffers: 7
  post_dp_cell_area_mm2: 0.00524
  numPlacedInstances: 716
  preCtsSetupSlack_ns: 3.60
cts:
  ctsHoldBuffers: 0
  cts_tree: "yes"
  cts.clk_slew.worst_paths_ns: 0.07
  cts_sinks: 106
  cts_setup_buffers: 0
  cts_buffer_depth: 2
  root_buffer: "clkbuf_16"
  h-tree-depth: 3
  clock_latency_ns: 0.34
  cts_resized: 0
  cts_buffers: 9
worst_setup_path:
  slowest_delay_ns: 0.54
  cp_max_fo: 58
  path_buffers: 3
  critPathCaptureType: "flip-flop"
  required_ns: 7.48
  cp.arrival_ns: 3.54
  crit_family: "buffers and inverters"
  critPathLaunchType: "input port"
  path_class: "input port to flip-flop"
  r2r-start: "counter[19]"
  crit_start: "btn2"
  rr_worst_depth: 8
  r2r_end: "counter[30]"
  cpMaxStageDelayCell: "or4_1"
  crit_chain: "clkdlybuf4s50_1 -> inv_1 -> o21ai_0 -> nand2_1 -> a31o_1 -> buf_4 -> or4_1 -> a21oi_1"
  ff2ff_setup_slack_ns: 4.09
die:
  die_h_um: 131
  core_util_floorplan_pct: 31.1
  io_pins: 8
  die_x_um: 131
  chip_area_mm2: 0.0173
  fp-row-count: 46
  core_mm2: 0.0161
hold_path:
  hold_depth: 2
  min_to: "led[2]"
  min_path_type: "flip-flop to flip-flop"
  hold_start: "led[2]"
flow_run:
  cap_violations: 0
  warnings: 26
cells_and_area:
  regArea_mm2: 0.00250
  nFillCells: 1583
  logic_area_mm2: 0.00231
  final_layout_size_suffix_gt1_share_pct: 6.20
  final_area_mm2: 0.00552
  final_cells: 732
  areaGrowthSynthToFinish_pct: 9.95
global_route:
  antenna_found_initial: 0
  grt_max_degree: 59
  grt_pass1_vias: 3531
  grt-ovfl-total: 0
  grt_pass1_wl_um: 18000
  grt_usage_pct: 12.8
power_and_ir_drop:
  cellLeakagePower_nw: 1.88
  peakVddDrop_mv: 0.184
  powerDensity_mw_per_mm2: 319
[metal layers]
layer	global-route usage, %	vias up
li1	-	1940
met1	21.0	1855
met2	17.9	107
met3	2.48	19
met4	2.65	0
met5	0	-
[power breakdown]
| group | total, mW | leakage, nW | switching [mW] | internal, mW |
|---|---|---|---|---|
| Clock | 0.464 | 0.134 | 0.217 | 0.247 |
| Combinational | 0.539 | 0.768 | 0.353 | 0.186 |
| Sequential | 0.756 | 0.979 | 0.0361 | 0.720 |
[worst register-to-register path: cells and delay by family (launching register included)]
family                 cells  cell delay (ns)
AND-OR/OR-AND              3             0.56
buffers and inverters      1             0.27
flip-flops                 1             0.58
AND/OR/NAND/NOR            4             1.65
[state kept, by name, indices dropped and copies added, names as in the netlist]
name	cells
led	4
state	32
max_cnt3	5
counter	32
max_cnt4	1
prev_state	32
[how the worst max path moves through the flow]
stage / endpoint / slack, ns / cells after the start
4_1_cts: counter[13] / 3.96 / 8
5_1_grt: counter[15] / 3.78 / 8
6_report: counter[30] / 3.94 / 8
[kinds of logic (layout without fill, tap and decap cells)]
family / count (synthesis) / count (layout)
AND-OR/OR-AND: 134 / 134
XOR/XNOR: 15 / 15
adder cells (fa/ha/maj): 2 / 2
buffers and inverters: 47 / 38
flip-flops: 106 / 106
multiplexers: 3 / 3
AND/OR/NAND/NOR: 218 / 218
[synthesized netlist by cell type, drive strengths merged (17+ instances only)]
library cell / instances
edfxtp: 38
o21ai: 25
or3: 25
nand2: 27
nand3: 23
nor2b: 33
nand4: 17
dfxtp: 68
nor2: 20
a21oi: 58
clkbuf: 31
[final cells by class]
class	instances	share of cell area [%]
Clock inverter	5	0.726
Tap cell	216	4.90
Clock buffer	11	4.40
Inverter	9	0.612
Sequential cell	106	45.4
Timing Repair Buffer	13	2.09
Multi-Input combinational cell	372	41.9
[cells in the final DEF (no fill, tap or decap), types with 2 or more instances in the layout]
cell type,instances
a211oi_1,2
a21o_1,4
a21oi_1,58
a22o_1,12
a22oi_1,3
a2bb2oi_1,2
and3_1,13
and4_1,4
buf_4,6
clkbuf_16,9
clkdlybuf4s50_1,7
clkinvlp_4,2
dfxtp_1,68
edfxtp_1,38
ha_1,2
inv_1,9
mux2i_1,3
nand2_1,27
nand2b_1,2
nand3_1,23
nand3b_1,2
nand4_1,17
nor2_1,19
nor2b_1,33
nor3_1,11
nor4_1,12
nor4bb_1,3
o2111a_1,2
o21a_1,3
o21ai_0,23
o21ai_1,2
o31ai_1,10
or2_2,7
or3_1,24
or4_1,14
xnor2_1,14
[stage by stage]
| stage | utilization (%) | power (mW) |
|---|---|---|
| floorplan | - | 1.18 |
| global placement | 32.5 | 1.30 |
| detailed placement | 32.5 | 1.31 |
| CTS | 34.2 | 1.77 |
| global route | 34.2 | 1.87 |
| finish | 34.2 | 1.76 |
No activity file was given, so power comes from the tool's default toggle rates.
